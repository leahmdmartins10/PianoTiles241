==> design/flow/design.v <==
module all_draw(input clock, resetn, startn, draw_go,
						input [5:0] offset,
						input [2:0] line_0,
										line_1,
										line_2,
										line_3,
										line_4,
										line_5,
										line_6,
						input [5:0] main_st,
						output isDrawingDone, vga_en,
						output [8:0] xOutput,
						output [7:0] yOutput,
						output [2:0] colorOutput);
						wire [5:0] draw_done,
									  erase_done,
									  draw_color,
									  erase_color,
									  draw_en,
									  erase_en;
						wire [8:0] draw_0x,  
						draw_1x,
						draw_2x,
						draw_3x,
						draw_4x,
						draw_5x,
						erase_0x,
						erase_1x,
						erase_2x,
						erase_3x,
						erase_4x,
						erase_5x;
						wire [7:0] draw_0y,  
						draw_1y,
						draw_2y,
						draw_3y,
						draw_4y,
						draw_5y,
						erase_0y,
						erase_1y,
						erase_2y,
						erase_3y,
						erase_4y,
						erase_5y;
						wire [4:0] current_state;
						draw_cont c0(.clock(clock), 
										 .resetn(resetn), 
										 .startn(startn), 
										 .draw_go(draw_go), 
										 .drawdone(draw_done[5:0]),
										 .erase_done(erase_done[5:0]),
										 .draw_color(draw_color[5:0]),
										 .erase_color(erase_color[5:0]),
										 .draw_0x(draw_0x[8:0]),
										 .draw_1x(draw_1x[8:0]),
										 .draw_2x(draw_2x[8:0]),
										 .draw_3x(draw_3x[8:0]),
										 .draw_4x(draw_4x[8:0]),
										 .draw_5x(draw_5x[8:0]),
										 .erase_0x(erase_0x[8:0]),
										 .erase_1x(erase_1x[8:0]),
										 .erase_2x(erase_2x[8:0]),
										 .erase_3x(erase_3x[8:0]),
										 .erase_4x(erase_4x[8:0]),
										 .erase_5x(erase_5x[8:0]),
										 .draw_0y(draw_0x[7:0]),
										 .draw_1y(draw_1x[7:0]),
										 .draw_2y(draw_2x[7:0]),
										 .draw_3y(draw_3x[7:0]),
										 .draw_4y(draw_4x[7:0]),
										 .draw_5y(draw_5x[7:0]),
										 .erase_0y(erase_0x[7:0]),
										 .erase_1y(erase_1x[7:0]),
										 .erase_2y(erase_2x[7:0]),
										 .erase_3y(erase_3x[7:0]),
										 .erase_4y(erase_4x[7:0]),
										 .erase_5y(erase_5x[7:0]),
										 .main_st(main_st[5:0]),
										 .isDrawingDone(isDrawingDone),
										 .vga_en(vga_en),
										 .draw_en(draw_en[5:0]),
										 .erase_en(erase_en[5:0]),
										 .xOutput(xOutput[8:0]),
										 .yOutput(yOutput[7:0]),
										 .color_out(colorOutput),
										 .current_St(current_state[4:0]));
						drawProg draw0(.clock(clock),
									  .draw_en(draw_en[0]),
									  .line_id(4'b0000),
									  .line_above(line_0[2:0]),
									  .offset(offset[5:0]),
									  .x(draw_0x[8:0]),
									  .y(draw_0y[7:0]),
									  .color(draw_color[0]),
									  .drawdone(draw_done[0]));
						drawProg draw1(.clock(clock),
									  .draw_en(draw_en[1]),
									  .line_id(4'b0001),
									  .line_above(line_1[2:0]),
									  .offset(offset[5:0]),
									  .x(draw_1x[8:0]),
									  .y(draw_1y[7:0]),
									  .color(draw_color[1]),
									  .drawdone(draw_done[1]));
						drawProg draw2(.clock(clock),
									  .draw_en(draw_en[2]),
									  .line_id(4'b0010),
									  .line_above(line_2[2:0]),
									  .offset(offset[5:0]),
									  .x(draw_2x[8:0]),
									  .y(draw_2y[7:0]),
									  .color(draw_color[2]),
									  .drawdone(draw_done[2]));
						drawProg draw3(.clock(clock),
									  .draw_en(draw_en[3]),
									  .line_id(4'b0011),
									  .line_above(line_3[2:0]),
									  .offset(offset[5:0]),
									  .x(draw_3x[8:0]),
									  .y(draw_3y[7:0]),
									  .color(draw_color[3]),
									  .drawdone(draw_done[3]));
						drawProg draw4(.clock(clock),
									  .draw_en(draw_en[4]),
									  .line_id(4'b0100),
									  .line_above(line_4[2:0]),
									  .offset(offset[5:0]),
									  .x(draw_4x[8:0]),
									  .y(draw_4y[7:0]),
									  .color(draw_color[4]),
									  .drawdone(draw_done[4]));	
						drawProg draw5(.clock(clock),
									  .draw_en(draw_en[5]),
									  .line_id(4'b0101),
									  .line_above(line_5[2:0]),
									  .offset(offset[5:0]),
									  .x(draw_5x[8:0]),
									  .y(draw_5y[7:0]),
									  .color(draw_color[5]),
									  .drawdone(draw_done[5]));
						eraseProg erase0(.clock(clock),
									  .erase_en(erase_en[0]),
									  .line_id(4'b0000),
									  .line_below(line_1[2:0]),
									  .offset(offset[5:0]),
									  .x(erase_0x[8:0]),
									  .y(erase_0y[7:0]),
									  .color(erase_color[0]),
									  .erase_done(erase_done[0]));			
						eraseProg erase1(.clock(clock),
									  .erase_en(erase_en[1]),
									  .line_id(4'b0001),
									  .line_below(line_2[2:0]),
									  .offset(offset[5:0]),
									  .x(erase_1x[8:0]),
									  .y(erase_1y[7:0]),
									  .color(erase_color[1]),
									  .erase_done(erase_done[1]));
						eraseProg erase2(.clock(clock),
									  .erase_en(erase_en[2]),
									  .line_id(4'b0010),
									  .line_below(line_3[2:0]),
									  .offset(offset[5:0]),
									  .x(erase_2x[8:0]),
									  .y(erase_2y[7:0]),
									  .color(erase_color[2]),
									  .erase_done(erase_done[2]));		
						eraseProg erase3(.clock(clock),
									  .erase_en(erase_en[3]),
									  .line_id(4'b0011),
									  .line_below(line_4[2:0]),
									  .offset(offset[5:0]),
									  .x(erase_3x[8:0]),
									  .y(erase_3y[7:0]),
									  .color(erase_color[3]),
									  .erase_done(erase_done[3]));	
						eraseProg erase4(.clock(clock),
									  .erase_en(erase_en[4]),
									  .line_id(4'b0100),
									  .line_below(line_5[2:0]),
									  .offset(offset[5:0]),
									  .x(erase_4x[8:0]),
									  .y(erase_4y[7:0]),
									  .color(erase_color[4]),
									  .erase_done(erase_done[4]));	
						eraseProg erase5(.clock(clock),
									  .erase_en(erase_en[5]),
									  .line_id(4'b0101),
									  .line_below(line_6[2:0]),
									  .offset(offset[5:0]),
									  .x(erase_5x[8:0]),
									  .y(erase_5y[7:0]),
									  .color(erase_color[5]),
									  .erase_done(erase_done[5]));									  
endmodule
module draw_cont(input clock, resetn, startn, draw_go,
						input [5:0] drawdone,  
						erase_done, draw_color,
						erase_color,
						input [8:0] draw_0x,  
						draw_1x,
						draw_2x,
						draw_3x,
						draw_4x,
						draw_5x,
						erase_0x,
						erase_1x,
						erase_2x,
						erase_3x,
						erase_4x,
						erase_5x,
						input [7:0] draw_0y,  
						draw_1y,
						draw_2y,
						draw_3y,
						draw_4y,
						draw_5y,
						erase_0y,
						erase_1y,
						erase_2y,
						erase_3y,
						erase_4y,
						erase_5y,
						input [5:0] main_st,
						output reg isDrawingDone, vga_en,
						output reg [5:0] draw_en, erase_en,
						output reg [8:0] xOutput,
						output reg [7:0] yOutput,
						output reg [2:0] color_out,
						output reg [4:0] current_St);
						reg [4:0] next_st;
						localparam  WAIT = 4'd0,
										ERASELINE_0 = 4'd1,
										DRAW_LINE0 = 4'd2,
										ERASELINE_1 = 4'd3,
										DRAW_LINE1 = 4'd4,
										ERASELINE_2 = 4'd5,
										DRAW_LINE2 = 4'd6,
										ERASELINE_3 = 4'd7,
										DRAW_LINE3 = 4'd8,
										ERASELINE_4 = 4'd9,
										DRAW_LINE4 = 4'd10,
										ERASELINE_5 = 4'd11,
										DRAW_LINE5 = 4'd12,
										DONE = 4'd13;
						initial current_St = WAIT;
						always @(posedge clock)
						begin: stateTable 
							case (current_St)
								WAIT: next_st = draw_go ? ERASELINE_0 : WAIT;
								ERASELINE_0: next_st = erase_done[0] ? DRAW_LINE0 : ERASELINE_0;
								DRAW_LINE0: next_st = drawdone[0] ? ERASELINE_1 : DRAW_LINE0;
								ERASELINE_1: next_st = erase_done[1] ? DRAW_LINE1: ERASELINE_1;
								DRAW_LINE1: next_st = drawdone[1] ? ERASELINE_2 : DRAW_LINE1;
								ERASELINE_2: next_st = erase_done[2] ? DRAW_LINE2: ERASELINE_2;								
								DRAW_LINE2: next_st = drawdone[2] ? ERASELINE_3 : DRAW_LINE2;
								ERASELINE_3: next_st = erase_done[3] ? DRAW_LINE3 : ERASELINE_3;
								DRAW_LINE3: next_st = drawdone[3] ? ERASELINE_4: DRAW_LINE3;
								ERASELINE_4: next_st = erase_done[4] ? DRAW_LINE4 : ERASELINE_4;
								DRAW_LINE4: next_st = drawdone[4] ? ERASELINE_5 : DRAW_LINE4;
								ERASELINE_5: next_st = erase_done[5] ? DRAW_LINE5: ERASELINE_5;
								DRAW_LINE5: next_st = drawdone[5] ? DONE : DRAW_LINE5;
								DONE: next_st = draw_go ? DONE : WAIT;
								default: next_st = WAIT;
							endcase
					end  
					always @(*) begin: enableSignals 
						isDrawingDone = 1'b0;
						vga_en = 1'b0;
						draw_en = 6'b000000;
						erase_en = 6'b000000;
						case (current_St)
							ERASELINE_0 : begin
								erase_en[0] = 1'b1;
								xOutput = erase_0x;
								yOutput = erase_0y;
								color_out = {erase_color[0], erase_color[0], erase_color[0]};
								vga_en = 1'b1;
							end
							DRAW_LINE0 : begin
								draw_en[0] = 1'b1;
								xOutput = draw_0x;
								yOutput = draw_0y;
								color_out = {draw_color[0], draw_color[0], draw_color[0]};
								vga_en = 1'b1;
						   end
							ERASELINE_1 : begin
								erase_en[1] = 1'b1;
								xOutput = erase_1x;
								yOutput = erase_1y;
								color_out = {erase_color[1], erase_color[1], erase_color[1]};
								vga_en = 1'b1;
							end
							DRAW_LINE1 : begin
								draw_en[1] = 1'b1;
								xOutput = draw_1x;
								yOutput = draw_1y;
								color_out = {draw_color[1], draw_color[1], draw_color[1]};
								vga_en = 1'b1;
						   end
							ERASELINE_2 : begin
								erase_en[2] = 1'b1;
								xOutput = erase_2x;
								yOutput = erase_2y;
								color_out = {erase_color[2], erase_color[2], erase_color[2]};
								vga_en = 1'b1;
							end
							DRAW_LINE2 : begin
								draw_en[2] = 1'b1;
								xOutput = draw_2x;
								yOutput = draw_2y;
								color_out = {draw_color[2], draw_color[2], draw_color[2]};
								vga_en = 1'b1;
							end
							ERASELINE_3 : begin
								erase_en[3] = 1'b1;
								xOutput = erase_3x;
								yOutput = erase_1y;
								color_out = {erase_color[3], erase_color[3], erase_color[3]};
								vga_en = 1'b1;
							end							
							DRAW_LINE3 : begin
								draw_en[3] = 1'b1;
								xOutput = draw_3x;
								yOutput = draw_3y;
								color_out = {draw_color[3], draw_color[3], draw_color[3]};
								vga_en = 1'b1;
						   end
							ERASELINE_4 : begin
								erase_en[4] = 1'b1;
								xOutput = erase_4x;
								yOutput = erase_4y;
								color_out = {erase_color[4], erase_color[4], erase_color[4]};
								vga_en = 1'b1;
							end
							DRAW_LINE4 : begin
								draw_en[4] = 1'b1;
								xOutput = draw_4x;
								yOutput = draw_4y;
								color_out = {draw_color[4], draw_color[4], draw_color[4]};
								vga_en = 1'b1;
							end
							ERASELINE_5 : begin
								erase_en[5] = 1'b1;
								xOutput = erase_5x;
								yOutput = erase_5y;
								color_out = {erase_color[5], erase_color[5], erase_color[5]};
								vga_en = 1'b1;
							end
							DRAW_LINE5 : begin
								draw_en[5] = 1'b1;
								xOutput = draw_5x;
								yOutput = draw_5y;
								color_out = {draw_color[5], draw_color[5], draw_color[5]};
								vga_en = 1'b1;		
							end
							DONE : begin
								isDrawingDone = 1'b1;
								xOutput = 9'b0;
								yOutput = 8'b0;
								color_out = 3'b111;
							end
							default: begin
								xOutput = 9'b0;
								yOutput = 8'b0;
								color_out = 3'b111;
							end
						endcase
				end  
				always @(posedge clock) begin  
					if(!resetn | (!startn & main_st == 5'd0))
						current_St <= WAIT;
					else
						current_St <= next_st;
				end  
endmodule
module drawProg(input clock, draw_en,
					input [3:0] line_id,
					input [2:0] line_above,
					input [5:0] offset,
					output reg [8:0] x,
					output reg [7:0] y,
					output reg color, drawdone);
					reg [7:0] line_id_offset;
					localparam black = 1'b0,
									white = 1'b1;
					always @(*)
						line_id_offset = line_id * 40;
					always @(*)
						y = line_id_offset + offset;
					always @(posedge clock) begin
						if(!draw_en)
							case(line_above)
								3'b000: begin
									x <= 140;
									drawdone <= 1'b0;
									color <= white;
								end
								3'b001: begin
									x <= 120;
									drawdone <= 1'b0;
									color <= black;
								end
								3'b010: begin
									x <= 140;
									drawdone <= 1'b0;
									color <= black;
								end
								3'b011: begin
									x <= 160;
									drawdone <= 1'b0;
									color <= black;
								end
								3'b100: begin
									x <= 180;
									drawdone <= 1'b0;
									color <= black;
								end
								default: begin
									x <= 140;
									drawdone <= 1'b0;
									color <= white;
								end
						endcase
					else
						case(line_above)
							3'b000:
								drawdone <= 1'b1;
							3'b001: begin
								if(x == 139)
									drawdone <= 1'b1;
								else
									x = x + 1;
							end
							3'b010: begin
								if(x == 159)
									drawdone <= 1'b1;
								else
									x = x + 1;
							end
							3'b011: begin
								if(x == 179)
									drawdone <= 1'b1;
								else
									x = x + 1;
							end
							3'b100: begin
								if(x == 199)
									drawdone <= 1'b1;
								else
									x = x + 1;
							end
							default:
								drawdone <= 1'b1;
					 endcase
				end
endmodule
module eraseProg(input clock, erase_en,
						input[3:0] line_id,
						input [2:0] line_below,
						input [5:0] offset,
						output reg [8:0] x,
						output reg [7:0] y,
						output color,
						output reg erase_done);
						reg [7:0] line_id_offset;
						assign color = 1'b1;  
						always @(*)
							line_id_offset = line_id * 40;
						always @(*)
							y = line_id_offset + offset;
						always @(posedge clock) begin
							if(!erase_en)
								case(line_below)
									3'b000 : begin
										x <= 140;
										erase_done <= 1'b0;
									end
									3'b001 : begin
										x <= 120;
										erase_done <= 1'b0;
									end
									3'b010 : begin
										x <= 140;
										erase_done <= 1'b0;
									end
									3'b011 : begin
										x <= 160;
										erase_done <= 1'b0;
									end
									3'b100 : begin
										x <= 180;
										erase_done <= 1'b0;
									end
									default : begin
										x <= 140;
										erase_done <= 1'b0;
									end
							 endcase
						  else
							case(line_below)
								3'b000:
									erase_done <= 1'b1;  
								3'b001 : begin
									if(x == 139)
										erase_done <= 1'b1;
									else
										x = x + 1;  
								end
								3'b010 : begin
									if(x == 159)
										erase_done <= 1'b1;
									else
										x = x + 1;
								end
								3'b011 : begin
									if(x == 179)
										erase_done <= 1'b1;
									else
										x = x + 1;
								end
								3'b100 : begin
									if(x == 199)
										erase_done <= 1'b1;
									else
										x = x + 1;
								end
								default:
									erase_done <= 1'b1;
						endcase
					end
endmodule
==> design/flow/run.sh <==
#!/bin/bash
# OpenROAD 26Q1-2900-gdf79404cd8, Yosys 0.63+post, stock flow scripts
make -C /OpenROAD-flow-scripts/flow DESIGN_CONFIG=/design/flow/config.mk WORK_HOME=/design/flow/orfs finish
==> design/flow/config.mk <==
export PLATFORM = sky130hd
export DESIGN_NAME = all_draw
export DESIGN_NICKNAME = all_draw
export VERILOG_FILES = /design/flow/design.v
export SDC_FILE = /design/flow/constraint.sdc
export NUM_CORES = 4
export LEC_CHECK = 1
export CORE_UTILIZATION = 50
==> design/flow/constraint.sdc <==
current_design all_draw

set clk_period 4.5
set clk_io_pct 0.2

create_clock -name clk0 -period $clk_period [get_ports {clock}]

set non_clock_inputs [all_inputs -no_clocks]
set_input_delay [expr $clk_period * $clk_io_pct] -clock clk0 $non_clock_inputs
set_output_delay [expr $clk_period * $clk_io_pct] -clock clk0 [all_outputs]
==> GITHUB_STEP_SUMMARY <==
## PnR job results

| Metric | Value |
|---|---|
| Min cycle time layout | 4.14 ns |
| Power Density | 313 mW/mm^2 |
| Detailed placement HPWL | 19.4 mm |
| CP Launch Type | register |
| Avg Synthesized Cell Area | 9.24 sq um |
| Kind of critical path | register to primary output |
| Pre-Repair DR Iteration Count | 15 |
| Metal2 WL | 11.7 mm |
| Reg2reg start | c0.current_St[2] |
| YS chip area | 0.00942 sq mm |
| DRT Wirelength | between 20 and 30 mm |
| Leakage | 3.74 nW |
| Post-synth EDFFs | ~110 |
| Area Growth Syn to Fin | 13.6% |
| ANT cells | 0 |
| Gr ovfl total | 0 |
| # hold bufs at CTS | 0 |
| Max-cap viol count | 0 |
| CTS tree | done |
| Setup Buffers After CTS | 0 |
| Final Hold Viols | 0 |
| Max Clk Rate | 241 MHz |
| # Cells Yosys | 1,019 |
| Crit path DRT | 3.60 ns |
| HP Start | c0.next_st[3] |
| Inserted Clock Buffers | 17 |
| Ys flops | 134 |
| Sw Ratio | 24.5% |
| Initial Utilization | 51.7% |
| Via density | 6.30 |
| Worst R2R Setup Slack | approximately 1.9 ns |
| Worst setup EP type | primary output |
| Final-report max-slew violation count | 0 |
| Standard-cell rows | about 50 |
| Synth Seq Share | around two fifths |
| Vias in the first global route | 7,403 |
| Top sig layer | met4 |
| Die X | between 100 and 150 um |
| Final setup TNS | 0 ns |
| Met3 routed WL | 1.44 mm |
| PostCTS Resize Cnt | 0 |
| CTS root buf | clkbuf_16 |
| H-tree depth | 4 |
| GRT Resource Usage Total | 29.1% |
| Post-synth ARST share | 0% |
| Period utilisation layout | 92.1% |
| Chip area | roughly 0.019 sq mm |
| Hold path depth | 1 |
| Metal-1 WL | about 13 mm |
| Post-synth top flop | edfxtp_1 |
| Reg2Reg Depth | 4 |
| Number of port buffers | 52 |
| WHS Endpoint | c0.current_St[3] |
| Peak supply drop | 0.000312 V |
| Place WS | 0.893 ns |
| Status | completed |
| Routability Congestion | slightly above 0.9 |
| Clock Skews | 0.00758 ns |
| Critical path data arrival time | 3.24 ns |
| Clock power share | between 40% and 50% |
| Clk ins delay skew pair | 0.42 ns |
| Part of the power in combinational logic | 10.9% |
| Iter 0 DRT Violations | 572 |
| Final setup fails | 0 |
| CTS Sinks | around 130 |
| Wire length per cell | 20.6 um |
| Via count | 8,033 |
| Slew HR | about 40% |
| Pin count of the biggest net entering global routing | about 41 |
| Core area | 0.0182 sq mm |
| RR Endpoint | draw2.x[6] |
| ANT nets after route | 0 |
| I/O pin count | 59 |
| Synth warn | 3 |
| Post-synthesis cell count | between 1,000 and 1,500 |
| Clock-pin transition on the worst setup and hold timing paths | approximately 0.050 ns |
| First-pass GRT wire length | 41.8 mm |
| Share of layout cells above drive strength 1 | between 7 and 8% |
| Worst setup margin | 0.357 ns |
| Worst slew pin tran | 0.901 ns |
| Initial antenna violation count | 0 |
| Die height | 139 um |
| Net Sw Power | 0.000819 W |
| Distinct lib cells used | 75 |
| Synthesized area | 0.00942 sq mm |
| Pwr Total | 0.00335 W |
| Remaining DRCs | 0 |
| Max clock buf depth | 2 |
| Crit-path max FO | 34 |
| Worst Hold Class | register to register |
| RSZ-0062 raised after global routing | false |
| Cell Int Power | 0.00253 W |
| Reg power frac | a little under half |
| Tool warnings | 32 |
## sequential cells by signal, indices dropped and copies added (netlist names), 9 cells and up
register  cells
erase3.x      9
draw2.x       9
draw0.x       9
draw1.x       9
draw3.x       9
erase4.x      9
erase0.x      9
erase5.x      9
draw5.x       9
erase1.x      9
erase2.x      9
draw4.x       9
## Yosys cell counts (all sizes together) (6+ instances only)
master	instances	share of area [%]
edfxtp	114	36
nor2	88	3.5
a21oi	65	3.5
clkbuf	62	2.5
nand2	62	2.5
nand3	59	3.1
xnor2	46	4.3
xor2	40	3.7
o21ai	39	2.1
nor3	26	1.4
and3	24	1.6
dfxtp	20	4.3
nor2b	20	1.3
nor3b	20	1.6
and2	19	1.3
inv	19	0.76
nand4	19	1.3
nand2b	18	1.2
nand3b	15	1.2
buf	13	0.69
nor4b	13	1.3
nor4bb	13	1.4
ha	12	1.6
nor4	12	0.80
a22oi	11	0.88
nand4b	11	1.0
a21boi	10	0.80
a221oi	9	0.84
a22o	8	0.74
a31oi	8	0.53
and4b	8	0.85
or3b	8	0.74
a21o	7	0.56
mux2	7	0.84
o2111ai	7	0.65
o31a	7	0.65
and4	6	0.56
mux2i	6	0.64
nand4bb	6	0.72
## power by group through the flow
stage	clock network (W)	logic, W	registers, W
4_1_cts	0.00146	0.000365	0.00155
5_1_grt	0.00150	0.000401	0.00157
6_report	0.00143	0.000366	0.00156
## area by class of cell
type / count / area, sq um
Fill cell: 1583 / 7510
Clock inverter: 10 / 154
Timing Repair Buffer: 71 / 663
Multi-Input combinational cell: 791 / 5250
Clock buffer: 22 / 444
Sequential cell: 134 / 3830
Tap cell: 229 / 287
Inverter: 19 / 71.3
## worst max-delay path, cell delays in order, from the launching register on
cell             delay, ns
dfxtp_2               0.73
buf_4                 0.38
and3b_1               0.24
a221oi_1              0.45
o2111ai_1             0.29
a221o_1               0.33
clkdlybuf4s50_1       0.41
## placed cells by master, fill, tap and decap left out, drive strengths merged, types with 9 or more instances in the layout
cell,count
nor4b,13
nand4b,11
nor4bb,13
nor3b,20
xnor2,46
nand2b,18
nor2b,20
buf,19
o21ai,39
nand3,59
dfxtp,20
and2,19
nand4,19
a22oi,11
clkbuf,22
nand3b,15
and3,24
a21oi,65
a21boi,10
clkdlybuf4s50,52
nand2,62
nor2,88
xor2,40
ha,12
nor3,26
nor4,12
a221oi,9
edfxtp,114
inv,19
## how the worst max path moves through the flow
stage | depth (start not counted) | startpoint | to | slack, ns
finish | 6 | c0.current_St[3] | xOutput[7] | 0.36
global route | 6 | c0.current_St[3] | xOutput[7] | 0.21
CTS | 6 | c0.current_St[3] | xOutput[7] | 0.43
## cell families (layout without fill, tap and decap cells)
| logic type | after synthesis | count (layout) | synth area share (%) |
|---|---|---|---|
| DFF | 134 | 134 | 40.6 |
| adders and majority gates | 12 | 12 | 1.59 |
| xor gates and xnor gates | 86 | 86 | 8.00 |
| AOI/OAI and AO/OA | 213 | 213 | 15.3 |
| muxes | 13 | 13 | 1.47 |
| buffers and inverters | 94 | 122 | 3.92 |
| and+or+nand+nor | 467 | 467 | 29.1 |
## through the flow
stage	hold slack, ns	instance area, sq um	utilization (%)	instances
after floorplan	0.406	9420	-	1019
after global placement	0.410	10100	55.5	1244
after detailed placement	0.411	10100	55.5	1244
after CTS	0.429	10700	58.8	1276
after global routing	0.448	10700	58.8	1276
final	0.428	10700	58.8	1276
## layer usage
layer,vias up,global-route usage (%)
met1,3876,48.7
met3,28,4.35
met2,240,42.4
li1,3889,-
met4,0,5.44
met5,-,0
Power is estimated from default activity; no workload was simulated.
