## /design/flow/constraint.sdc

```tcl
current_design score

set clk_period 10.7
set clk_io_pct 0.2

create_clock -name clk0 -period $clk_period [get_ports {clock}]

set non_clock_inputs [all_inputs -no_clocks]
set_input_delay [expr $clk_period * $clk_io_pct] -clock clk0 $non_clock_inputs
set_output_delay [expr $clk_period * $clk_io_pct] -clock clk0 [all_outputs]
```

## /design/flow/design.v

```verilog
module score(clock, resetn, startn, current_state, increment, HEX0, HEX1, HEX2, HEX3, HEX4, HEX5, Q);
	input clock, resetn, startn, increment;
	input [6:0] current_state;
	output reg[23:0] Q;
	reg incrementdigits;
	reg[3:0] d0, d1, d2, d3, d4, d5;
	output[6:0] HEX0, HEX1, HEX2, HEX3, HEX4, HEX5;
	always @(*) begin
		d0 = Q[3:0];
		d1 = Q[7:4];
		d2 = Q[11:8];
		d3 = Q[15:12];
		d4 = Q[19:16];
		d5 = Q[23:20];
		if(d0 > 9) begin
			d1 = d1 + 1;  
			d0 = d0 - 10;  
		end
		if(d1 > 9) begin
			d2 = d2 + 1;  
			d1 = d1 - 10;  
		end
		if(d2 > 9) begin
			d3 = d3 + 1;  
			d2 = d2 - 10;  
		end
		if(d3 > 9) begin
			d4 = d4 + 1;  
			d3 = d3 - 10;  
		end
		if(d4 > 9) begin
			d5 = d4 + 1;  
			d4 = d5 - 10;  
		end
		if(d5 > 4'b1001) begin
			d0 = 4'b1001;
			d1 = 4'b1001;
			d2 = 4'b1001;
			d3 = 4'b1001;
			d4 = 4'b1001;
			d5 = 4'b1001;
		end
	end
	hexDecoder h0(.c3(d0[3]), .c2(d0[2]), .c1(d0[1]), .c0(d0[0]), .s(HEX0));
	hexDecoder h1(.c3(d1[3]), .c2(d1[2]), .c1(d1[1]), .c0(d1[0]), .s(HEX1));
	hexDecoder h2(.c3(d2[3]), .c2(d2[2]), .c1(d2[1]), .c0(d2[0]), .s(HEX2));
	hexDecoder h3(.c3(d3[3]), .c2(d3[2]), .c1(d3[1]), .c0(d3[0]), .s(HEX3));
	hexDecoder h4(.c3(d4[3]), .c2(d4[2]), .c1(d4[1]), .c0(d4[0]), .s(HEX4));
	hexDecoder h5(.c3(d5[3]), .c2(d5[2]), .c1(d5[1]), .c0(d5[0]), .s(HEX5));
	always@(posedge clock) begin
		if(!resetn | (!startn & current_state == 5'd0)) begin
			incrementdigits <= 1'b0;
			Q <= 24'b000000000000000000000000;
		end
		else if(increment) begin
			if(incrementdigits) begin
				Q <= Q + 1'b1;
				incrementdigits <= 1'b0;
			end
			else
				incrementdigits <= incrementdigits + 1'b1;
		end
	end
endmodule
module hexDecoder(c3, c2, c1, c0, s);
	input c3, c2, c1, c0;
	output [6:0] s;  
	assign s[0] = ((~c3&~c2&~c1&c0)|(~c3&c2&~c1&~c0)|(c3&~c2&c1&c0)|(c3&c2&~c1&c0));
	assign s[1] = ((~c3&c2&~c1&c0)|(~c3&c2&c1&~c0)|(c3&~c2&c1&c0)|(c3&c2&~c1&~c0)|(c3&c2&c1&~c0)|(c3&c2&c1&c0));
	assign s[2] = ((~c3&~c2&c1&~c0)|(c3&c2&~c1&~c0)|(c3&c2&c1&~c0)|(c3&c2&c1&c0));
	assign s[3] = ((~c3&~c2&~c1&c0)|(~c3&c2&~c1&~c0)|(~c3&c2&c1&c0)|(c3&~c2&c1&~c0)|(c3&c2&c1&c0));
	assign s[4] = ((~c3&~c2&~c1&c0)|(~c3&~c2&c1&c0)|(~c3&c2&~c1&~c0)|(~c3&c2&~c1&c0)|(~c3&c2&c1&c0)|(c3&~c2&~c1&c0));
	assign s[5] = ((~c3&~c2&~c1&c0)|(~c3&~c2&c1&~c0)|(~c3&~c2&c1&c0)|(~c3&c2&c1&c0)|(c3&c2&~c1&c0));
	assign s[6] = ((~c3&~c2&~c1&~c0)|(~c3&~c2&~c1&c0)|(~c3&c2&c1&c0)|(c3&c2&~c1&~c0));
endmodule
```

## /design/flow/config.mk

```make
export PLATFORM = sky130hd
export DESIGN_NAME = score
export DESIGN_NICKNAME = score
export VERILOG_FILES = /design/flow/design.v
export SDC_FILE = /design/flow/constraint.sdc
export NUM_CORES = 4
export LEC_CHECK = 1
export CORE_UTILIZATION = 50
```

## /design/flow/run.sh

```bash
#!/bin/bash
# OpenROAD 26Q1-2900-gdf79404cd8, Yosys 0.63+post, stock flow scripts
make -C /OpenROAD-flow-scripts/flow DESIGN_CONFIG=/design/flow/config.mk WORK_HOME=/design/flow/orfs finish
```

==> flow_summary.ini <==
; physical design summary
[synth]
synth.top_cells.by_area = sky130_fd_sc_hd__dfxtp_1 (15%), sky130_fd_sc_hd__xnor2_1 (9.9%), sky130_fd_sc_hd__nor2_1 (7.7%)
synth-async-reset-ratio_pct = 0
netlist-cell-type-count = 82
ys_area_um2 = 3370
synth.yosys.num_cells = 479
syn-cell-area_um2 = 3370
synthCells = 479
synth-seq-area-share_pct = 14.8
post_synth_most_frequent_cells = sky130_fd_sc_hd__nor2_1 (69), sky130_fd_sc_hd__nand2_1 (49), sky130_fd_sc_hd__xnor2_1 (38)
synth-seq-cells = 25
dominant_cell_area_share_pct = 14.8
ys.warnings.count = 1
post-synth-top-count-cell = sky130_fd_sc_hd__nor2_1
synth.largest_area_cell = sky130_fd_sc_hd__dfxtp_1
ys.flop_type = sky130_fd_sc_hd__dfxtp_1
avgSynthCellArea_um2 = 7.04
number_of_enable_flip_flop_cells = 0

[clocking]
post_cts_repair_timing_setup_buffer_count = 0
insertion_delay_ns = 0.29
path_clk_slew_ns = 0.10
cts.hold.buffers_added = 0
clock_tree.buffer_depth = 2
cts-buffers-inserted = 3
clockRootBuffer = sky130_fd_sc_hd__clkbuf_8
clock_sinks = 25
tritoncts = yes
h-tree-depth = 1
postCtsResizedCells = 0

[timing]
worstMarginPinSlew_ns = 0.698
totalNegativeSetupSlack_ns = 0
achievable-frequency_mhz = 114
worst_slew_margin_rel_pct = 53.0
min_period_over_period_pct = 81.8
finalHoldViolCount = 0
skew_ns = 0.0117
final-setup-viol-count = 0
layout_min_cycle_time_ns = 8.75
rsz0062_at_grt = no
final_max_slew_violation_count = 0
layout_setup_ws_ns = 1.95

[floorplanning]
initial_core_util_pct = 52.5
die_width_um = 84.1
die_y_um = 84.1
floorplan.core_area_um2 = 6420
fp-row-count = 29
io-pin-count = 77
die_area_um2 = 7080

[routing]
drt_iter0_markers = 256
insertedDiodeCount = 0
drtAntennaViolNets = 0
num_vias = 3614
drt-pass1-iter-count = 21
drt-total-wl_mm = 8.36
wl_per_cell_um = 13.6
via_per_inst = 5.88
route.detailed.drc = 0

[hold_path]
hold_path.class = reg2reg

[pwr]
power.density_nw_per_um2 = 43.0
total_leakage_power_nw = 1.46
vdd_ir_drop_max_mv = 0.0387
p_total_mw = 0.179

[job]
max-cap-violations = 0
tool_warnings = 31

[place]
postPlaceCellArea_um2 = 4110
port-buffer-count = 76
detailed_place_hpwl_mm = 6.48
dp_worst_slack_ns = 2.29
routabilityCongestion = 0.938

[cells_and_area]
proportion_of_layout_cells_with_a_drive_suffix_above_1_pct = 6.32
register_area_um2 = 500
fillers = 557
final_util_pct = 64.7
design_area_um2 = 4160
layout.area.comb_um2 = 2660
flow.area_growth_from_synthesis_pct = 23.3

[global_route]
gr-usage-all-layers_pct = 23.7
grt_pass1_vias = 3107
antenna_found_initial = 0
grt_start_max_net_pins = 35
wire_length_of_the_first_global_routing_pass_mm = 14.0
global_route.overflow_total = 0

[worst_setup_path]
crit_path_max_fanout = 12
worst-setup-path-type = reg2out
worst_setup_path_end_kind = output pin
crit_path_start_kind = flop
crit_path_dat_ns = 6.61
critical_path_required_time_ns = 8.56
reg2reg_setup_slack_ns = 7.90

[outcome]
status = complete, no violations
[layout by cell type, fill, tap and decap left out, drive strengths merged, types with 3 or more instances in the layout]
master and n:
xor2 11, dfxtp 25, clkbuf 3, a21boi 3
and2 4, a221oi 4, nor3 21, nor2 72
a21o 4, o21a 3, or4 4, nor2b 7
a21oi 34, nand2b 5, nand3 23, nand4 4
nand3b 3, o21ai 27, a211oi 7, nor4 5
inv 20, and3 7, or3 6, clkdlybuf4s50 76
o22ai 3, a22oi 5, ha 12, nand2 49
or2 5, a2111oi 4, xnor2 38, mux2i 4
[critical path, cell delays in order (launching register included)]
cell and delay, ns:
sky130_fd_sc_hd__dfxtp_1 0.55, sky130_fd_sc_hd__clkinv_1 0.30, sky130_fd_sc_hd__ha_1 0.30, sky130_fd_sc_hd__o21ba_4 0.22, sky130_fd_sc_hd__o21ai_1 0.14, sky130_fd_sc_hd__o31ai_2 0.11, sky130_fd_sc_hd__a22oi_2 0.57, sky130_fd_sc_hd__mux2i_2 0.38
sky130_fd_sc_hd__a21oi_1 0.19, sky130_fd_sc_hd__o21ai_0 0.27, sky130_fd_sc_hd__a21boi_0 0.46, sky130_fd_sc_hd__inv_1 0.09, sky130_fd_sc_hd__ha_1 0.23, sky130_fd_sc_hd__xnor2_1 0.14, sky130_fd_sc_hd__ha_1 0.25, sky130_fd_sc_hd__a2111oi_0 0.41
sky130_fd_sc_hd__nor4b_1 0.31, sky130_fd_sc_hd__nor4_1 0.16, sky130_fd_sc_hd__nor2_2 0.34, sky130_fd_sc_hd__a21oi_1 0.15, sky130_fd_sc_hd__a221oi_2 0.26, sky130_fd_sc_hd__clkdlybuf4s50_1 0.49
[metrics by stage]
step	hold WS (ns)	std cells
after global routing	0.590	615
after detailed placement	0.542	611
final	0.557	615
after CTS	0.557	615
after floorplan	0.493	479
after global placement	0.539	611
[final timing paths]
| check | startpoint | end | depth (start not counted) |
|---|---|---|---|
| max | Q[0] | HEX4[3] | 21 |
| min | incrementdigits | Q[1] | 2 |
| max reg2reg | Q[3] | Q[22] | 12 |
| min reg2reg | incrementdigits | Q[1] | 2 |
[state kept, by name, indices dropped and copies added (netlist names)]
signal,count
Q,24
incrementdigits,1
[routing by layer]
metal  global-route usage, %  vias to the layer above  part of all wire, %
met5                       0                        -                    0
met4                    3.92                        0                  1.2
met1                    34.6                     1654                   48
li1                        -                     1838                    -
met2                    39.4                      112                   46
met3                    2.21                       10                  4.7
[cell families after synthesis]
kind of cell             Yosys count  share of synthesized area, %
AND/OR/NAND/NOR                  221                          32.5
AND-OR/OR-AND                    121                          26.2
XOR/XNOR                          49                          12.7
adder cells (fa/ha/maj)           13                          4.79
flip-flops                        25                          14.8
multiplexers                       7                          2.75
buffers and inverters             43                          6.27
[layout make-up]
type / instances / share of cell area (%)
multi-input cells: 411 / 64.0
inverters: 20 / 1.81
well taps: 77 / 2.32
flip-flops and latches: 25 / 12.0
repair buffers: 78 / 18.7
clock inverters: 1 / 0.211
clock buffers: 3 / 0.993
[report_power, final]
group / internal [mW] / switching, mW / leakage [nW]
clock: 0.0274 / 0.0382 / 0.0261
combinational: 0.0107 / 0.00712 / 1.23
sequential: 0.0938 / 0.00167 / 0.202
total: 0.132 / 0.0470 / 1.46
Power is estimated from default activity; no workload was simulated.
